==> design/flow/design.v <==
module im_reg (
  input en,
  input [1:0]iem,
  input [15:0]inst,
  input clk,
  output [15:0]imm
);
reg [14:0] imm_reg;
assign imm[15] = iem==0 ? imm_reg[14] : iem==1 ? 0 : iem==2 ? inst[0] : inst[4];
assign imm[14:0] = imm_reg;
always @(posedge(clk)) begin
  if (en) begin
    imm_reg <= inst[14:0];
  end
end
endmodule
==> design/flow/run.sh <==
#!/bin/bash
# OpenROAD 26Q1-2900-gdf79404cd8, Yosys 0.63+post, stock flow scripts
make -C /OpenROAD-flow-scripts/flow DESIGN_CONFIG=/design/flow/config.mk WORK_HOME=/design/flow/orfs finish
==> design/flow/config.mk <==
export PLATFORM = sky130hd
export DESIGN_NAME = im_reg
export DESIGN_NICKNAME = im_reg
export VERILOG_FILES = /design/flow/design.v
export SDC_FILE = /design/flow/constraint.sdc
export NUM_CORES = 4
export LEC_CHECK = 1
export CORE_AREA = 10 10 79 79
export DIE_AREA = 0 0 89 89
==> design/flow/constraint.sdc <==
current_design im_reg

set clk_period 1.3
set clk_io_pct 0.2

create_clock -name clk0 -period $clk_period [get_ports {clk}]

set non_clock_inputs [all_inputs -no_clocks]
set_input_delay [expr $clk_period * $clk_io_pct] -clock clk0 $non_clock_inputs
set_output_delay [expr $clk_period * $clk_io_pct] -clock clk0 [all_outputs]
==> out/qor.csv <==
stage;metric;value;unit
cells_and_area;layout_top_cells;clkdlybuf4s50_1, edfxtp_1, dlygate4sd2_1, dlymetal6s2s_1, clkbuf_8;
synth;xor_share;0;%
min_path;min_path_type;primary input to flip-flop;
detailed_routing;route.met3.wl;268;um
synth;yosysChipArea;470.5;um^2
synth;yosysWarningCount;1;
synth;ys_ff;15;
min_path;hold_depth;1;
detailed_routing;drc;0;
floorplanning;die_height;89;um
setup_path;path_class;flip-flop to output pin;
final_timing;finalHoldViolations;0;
detailed_routing;ant_nets;0;
synth;ys_seq_share;95.74;%
synth;syn_area;470.5;um^2
detailed_routing;drt-initial-drc-count;3;
final_timing;whs;241.3;ps
cells_and_area;lay_top_count;clkdlybuf4s50_1;
synth;syn_area_per_cell;26.14;um^2
grt;antenna_found_initial;0;
synth;top_area_share;95.74;%
detailed_routing;vias;327;
power_and_ir_drop;p_per_area;1110;nW/um^2
synth;postSynthCellCount;18;
synth;ys_sh_simple;1.064;%
power_and_ir_drop;vdd_ir_drop_max;0.2367;mV
grt;grt_pass1_vias;340;
synth;ys_cells;18;
placement;place_inst;107;
synth;ys_sh_adder;0;%
floorplanning;ios;36;
final_timing;slew_headroom;92.33;%
detailed_routing;wirelength;1274;um
final_timing;period_used_share;97.79;%
setup_path;max_stage_delay;460;ps
floorplanning;die-width;89;um
flow_run;warning_count;27;
detailed_routing;met2_length;566;um
final_timing;rsz0062_at_grt;no;
cts;cts.clk_slew.worst_paths;50;ps
detailed_routing;avgViaCountPerCell;2.946;
grt;gr-total-overflow;0;
final_timing;setup_viol;0;
setup_path;cp_data_required_time;1040;ps
detailed_routing;wire_per_inst;11.48;um
synth;yosysTopAreaCell;edfxtp_1;
synth;mux_area_share;2.128;%
setup_path;critical_path_buf_inv_count;1;
setup_path;slowest_stage;clkdlybuf4s50_1;
setup_path;critPathCaptureType;output pin;
cells_and_area;stdcell_count;111;
cts;clock_sink_count;15;
grt;grt_usage;2.697;%
placement;numPortBuffers;34;
cts;htree_levels;1;
power_and_ir_drop;p_total;1.057;mW
flow_run;maxCapViolations;0;
setup_path;critPathLaunchType;flip-flop;
setup_path;crit_fanout;1;
setup_path;critical-path-top-delay-family;buffers and inverters;
detailed_routing;drt_first_pass_iters;2;
final_timing;fmax;786.6;MHz
synth;topCombFamilyByArea;multiplexers;
setup_path;arrival;1010;ps
cts;cts_tree;done;
setup_path;crit_path_start;imm_reg[6]$_DFFE_PP_;
cts;holdBufCountCts;0;
cells_and_area;largest_reg_flops;15;
grt;grt_pass1_wl;1725;um
detailed_routing;wirelength_met1;440;um
cells_and_area;drive_gt1_share;10.53;%
setup_path;crit_end;imm[6];
cts;numCtsBuffers;3;
cts;post-cts-setup-buffer-count;0;
cts;cts_root_buf;clkbuf_8;
floorplanning;num_rows;25;
cts;clk_path_buf_depth;2;
power_and_ir_drop;p_leak;0.4074;nW
final_timing;tightest_slew;111.9;ps
placement;gp_congestion;0.7547;
floorplanning;fp.coreArea;4661;um^2
detailed_routing;antenna_cells;0;
synth;synth-compound-area-share;1.064;%
floorplanning;fp_util;10.09;%
final_timing;slew_viol_final;0;
synth;synth_cell_type_count;4;
outcome;status;finished clean;
cells_and_area;syn_to_final_growth;102.4;%
floorplanning;chip_area;7921;um^2
detailed_routing;top_layer;met3;
synth;area_leaders;edfxtp_1, mux2i_1, nand3_1, o21ai_1;
setup_path;cp.depth;1;
final_timing;min_period;1271;ps
grt;grt_max_degree;16;
setup_path;worstPathCellList;clkdlybuf4s50_1;
## area by class of cell
| cell class | count | area [um^2] |
|---|---|---|
| clock buffers | 4 | 45.04 |
| well taps | 54 | 67.56 |
| fillers | 481 | 3709 |
| repair buffers | 35 | 364.1 |
| multi-input cells | 3 | 25.02 |
| flip-flops and latches | 15 | 450.4 |
## worst min path at each step
stage                                    to  startpoint  slack (ps)
after CTS             imm_reg[10]$_DFFE_PP_    inst[10]         570
after global routing   imm_reg[0]$_DFFE_PP_     inst[0]         250
final                  imm_reg[0]$_DFFE_PP_     inst[0]         240
## cell usage after synthesis, drive strengths merged
master	count
edfxtp	15
mux2i	1
nand3	1
o21ai	1
## kinds of logic (layout without fill, tap and decap cells)
family,Yosys count,after routing
buffers and inverters,0,39
flip-flops,15,15
AND-OR/OR-AND,1,1
multiplexers,1,1
AND/OR/NAND/NOR,1,1
## through the flow
stage          setup WS [ps]  TNS, ps  instance area [um^2]  utilization [%]
2_1_floorplan          544.0        0                 470.5                -
3_3_place_gp          -375.3   -375.3                 898.4            19.28
3_5_place_dp          -421.0   -421.0                 898.4            19.28
4_1_cts               -5.188   -5.188                 927.1            19.89
5_1_grt                4.590        0                 952.2            20.43
6_report               28.71        0                 952.2            20.43
## metal layers
metal  track usage, %  vias up
li1                 -      149
met1            2.725      150
met2            4.521       28
met3            1.928        0
met4           0.4335        0
met5                0        -
## where the power goes
| part | switching, mW | internal, mW | total [mW] | leakage, nW |
|---|---|---|---|---|
| clock | 0.135 | 0.216 | 0.351 | 0.0228 |
| sequential | 0.00848 | 0.575 | 0.584 | 0.147 |
| combinational | 0.0281 | 0.0944 | 0.122 | 0.238 |
## repair_timing
| item | CTS | global route |
|---|---|---|
| endpoints found under the setup margin | 9 | 6 |
| pin swaps | 0 | 1 |
| resized | 12 | 9 |
Power is estimated from default activity; no workload was simulated.
